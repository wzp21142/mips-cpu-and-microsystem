**flow/run.sh**
```bash
#!/bin/bash
# OpenROAD 26Q1-2900-gdf79404cd8, Yosys 0.63+post, stock flow scripts
make -C /OpenROAD-flow-scripts/flow DESIGN_CONFIG=/design/flow/config.mk WORK_HOME=/design/flow/orfs finish
```
**flow/config.mk**
```make
export PLATFORM = sky130hd
export DESIGN_NAME = InsReader
export DESIGN_NICKNAME = InsReader
export VERILOG_FILES = /design/flow/design.v
export SDC_FILE = /design/flow/constraint.sdc
export NUM_CORES = 4
export LEC_CHECK = 1
export CORE_AREA = 10 10 95 95
export DIE_AREA = 0 0 105 105
```
**flow/constraint.sdc**
```tcl
current_design InsReader

set clk_period 1.0
set clk_io_pct 0.2

create_clock -name clk0 -period $clk_period [get_ports {clk}]

set non_clock_inputs [all_inputs -no_clocks]
set_input_delay [expr $clk_period * $clk_io_pct] -clock clk0 $non_clock_inputs
set_output_delay [expr $clk_period * $clk_io_pct] -clock clk0 [all_outputs]
```
**flow/design.v**
```verilog
module InsReader(input [31:0] in_im,  
         input IRWr,  
         input clk, 
         output reg [31:0] out_im  );
always @(posedge clk) begin
        if(IRWr) out_im <= in_im;  
end
endmodule
```
==> Changelog: implementation <==
### Physical design

- Clk sinks: 32
- Buffers plus inverters on the worst setup path: 1
- Post-route DRC: 0
- Final setup vio count: 0
- Crit-path max FO: 1
- PnR worst setup slack: 12.5 ps
- Top cell excl fill/tap: buf_2
- Syn Inst Count: 32
- Yosys top cell by area: edfxtp_1
- Synth cell types: 1
- Status: completed
- Lkg Pwr: 0.632 nW
- Vias per cell: around 2.9
- Max frequency: ~1 GHz
- Die H: 105 um
- Power per standard cell area: 1660 mW/mm^2
- Crit path DAT: 790 ps
- Top cell area share: 1.00
- Ys cells: 32
- Grt ovf: 0
- Gr usage total: 0.0489
- Max reg flops: 32
- Initial antenna violation count: 0
- Area added between synthesis and finish: 75.8%
- Max-Slew Margin vs Limit: 0.925
- FP Core Util: 0.139
- Required @ worst endpoint: ~800 ps
- Endpoints failing hold: 0
- Syn avg cell area: 30.0 sq um
- YS warnings: 1
- Flops & latches, synth: 32
- Register share after synthesis: 1.00
- Clock root buffer: clkbuf_8
- Most flop-heavy register: out_im
- Maximum VDD drop: ~470 uV
- Max clock buf depth: 2
- Critical Path Source Type: register
- Clock Pin Slew Worst Setup and Hold Paths: 70 ps
- Kind of critical path: register to output pin
- Pre-CTS setup slack: -29.0 ps
- Hold crit path type: primary input to register
- WL per Instance: 13.6 um
- Top flop regs: out_im: 32 flops
- CTS tree: yes
- Multi-In Gates: 0
- Final critical-path required period: 988 ps
- Unrepaired setup endpoints after global routing: true
- N_diodes: 0
- Crit share post-route: 0.988
- Critical-path cell list: buf_2
- Slew Viols, Final: 0
- Post-CTS Setup Repair Bufs: 0
- Tool warnings: 27
- CP max-delay cell: edfxtp_1
- IO Port Bufs: 65
- Worst Max-Slew Pin Slew: 112 ps
- Die Area: 0.0110 sq mm
- Comb. cell area: 0 sq um
- Worst hold slack: 342 ps
- Chip Area, Yosys: 961 sq um
- Max cap viols: 0
- Routed Antenna Nets: 0
- GP Congestion: a little under 0.7
- Main area contributors: edfxtp_1 100%
- Most frequent cells in the layout: 33 x buf_2, 32 x clkdlybuf4s50_1, 32 x edfxtp_1, 5 x clkbuf_8
- Final wirelength: 2760 um
- Critical Path Sink Type: output pin
- Cts bufs inserted: 5
- Area of the core: 0.00691 sq mm
- Critical path's top delay family: flip-flops
- Row cnt: 30
- Vias: 580
- Final Cell Area: 0.00169 sq mm
- Vias in the first global route: 621
- Boundary pin count: 66
- CTS H-Tree Depth: 2
- 1st-iter DRT viols: 23
- Chip width: approximately 110 um
- Placed inst area: 0.00177 sq mm
- Mapped cell area: 961 sq um
- Largest net degree at the start of global routing: 20
- Hold-fix buffers, CTS: 0
- CP max stage delay: 380 ps
- Layout cells sized above 1: 0.393
- First-pass GRT wire length: 4040 um
- Pre-antenna DRT Iters: 2
==> final timing paths <==
| path | from | endpoint | slack, ps | depth (start not counted) |
|---|---|---|---|---|
| setup / recovery | out_im[26] | out_im[26] | 10 | 1 |
| hold / removal | IRWr | out_im[0] | 340 | 2 |
==> area by class of cell <==
cell class | count | area, sq um
well taps | 96 | 120
fillers | 744 | 5220
repair buffers | 67 | 526
clock inverters | 3 | 13.8
flip-flops and latches | 32 | 961
clock buffers | 5 | 68.8
==> what timing repair did <==
action                                  CTS  global route
hold endpoints to repair                  0             0
pin swaps                                 0             0
endpoints found under the setup margin   32            14
cloned                                    0             0
gates resized                            99             0
==> synthesized netlist by cell type <==
| master | n |
|---|---|
| edfxtp_1 | 32 |
==> power by group <==
part	switching (mW)	total, mW	internal, mW
sequential	0.0200	1.61	1.59
combinational	0.0639	0.250	0.186
clock	0.470	0.942	0.472
==> routing by layer <==
layer / global-route usage / share of wire / wire length [um] / vias up
li1: - / - / - / 276
met1: 0.0554 / 0.40 / 1090 / 260
met2: 0.0796 / 0.47 / 1310 / 41
met3: 0.0286 / 0.12 / 327 / 3
met4: 0.00784 / 0.011 / 30 / 0
met5: 0 / 0 / 0 / -
==> through the flow <==
stage / power, mW / util / instances / TNS, ps
after floorplan: 1.62 / - / 32 / 0
after global placement: 2.00 / 0.256 / 195 / -31.7
after detailed placement: 2.00 / 0.256 / 195 / -38.5
after CTS: 2.88 / 0.245 / 203 / -35.7
after global routing: 2.96 / 0.245 / 203 / -165
final: 2.80 / 0.245 / 203 / 0
==> cell families after synthesis <==
logic type	Yosys count	share of synthesized area
flops	32	1.00
No activity file was given, so power comes from the tool's default toggle rates.
