$ cat ./run.sh
#!/bin/bash
# OpenROAD 26Q1-2900-gdf79404cd8, Yosys 0.63+post, stock flow scripts
make -C /OpenROAD-flow-scripts/flow DESIGN_CONFIG=/design/flow/config.mk WORK_HOME=/design/flow/orfs finish
$ cat ./config.mk
export PLATFORM = sky130hd
export DESIGN_NAME = CP0
export DESIGN_NICKNAME = CP0
export VERILOG_FILES = /design/flow/design.v
export SDC_FILE = /design/flow/constraint.sdc
export NUM_CORES = 4
export LEC_CHECK = 1
export CORE_UTILIZATION = 30
$ cat ./constraint.sdc
current_design CP0

set clk_period 5.2
set clk_io_pct 0.2

create_clock -name clk0 -period $clk_period [get_ports {clk}]
create_clock -name clk1 -period $clk_period [get_ports {rst}]

set non_clock_inputs [all_inputs -no_clocks]
set_input_delay [expr $clk_period * $clk_io_pct] -clock clk0 $non_clock_inputs
set_output_delay [expr $clk_period * $clk_io_pct] -clock clk0 [all_outputs]
$ cat ./design.v
module CP0(
  input [31:0]PC,
  input [31:0]DIn,
  input [5:0]HWInt,
  input [4:0]Sel,
  input Wen,EXLSet,EXLClr,clk,rst,
  output IntReq,
  output reg [31:0]EPC,
  output [31:0]DOut);
  reg [5:0]im;
  reg exl,ie;
  wire [31:0]SR,PrID,Cause;
  reg [5:0] hwint_pend ;
  initial begin
    exl=0;ie=0;im=0;hwint_pend=0;
  end
  assign IntReq=(|(HWInt[5:0] & im[6:0]) & ie & !exl);
  assign SR ={16'b0,im,8'b0,exl,ie};
  assign Cause ={16'b0, hwint_pend, 10'b0};
  assign PrID = 32'h12345678;
  assign DOut = (Sel==12) ? SR : (Sel==13) ? Cause 
                : (Sel==14) ? EPC : (Sel==15) ? PrID : 0;
  always@(posedge rst)begin
    if(rst)begin
      exl=0;ie=0;im=0;hwint_pend=0;
      end
  end
  always@(posedge clk)
  begin
    if(EXLSet)
      exl<=1'b1;
    if(EXLClr)begin
      exl<=1'b0;
      hwint_pend[5]=0;
    end
    else hwint_pend<=HWInt;
    if(Wen&&Sel==12)
      {im,exl,ie}<={DIn[15:10],DIn[1],DIn[0]};
    if(PC<'h00004180)
    EPC<=PC;
  end
endmodule
==> impl_metrics.ini <==
; physical design summary
[outcome]
status = complete, no violations

[route]
route.detailed.drc = 0
vias = 1100
detail-route-antenna-nets = 0
wl_mm = 3.45
dr.pass1.iters = 4
viasPerCell = 4.42
avgRoutedWirePerCell_um = 13.9
drt_iter0_drc = 23
insertedDiodeCount = 0

[floorplanning]
coreArea_sq_mm = 0.00409
fp.dieH_um = 67.9
ios = 145
dieArea_sq_mm = 0.00461
die_w_um = 67.9
rows = 23
fp_util_pct = 31.9

[yosys]
yosys_area_sq_mm = 0.00130
top_cells_by_count = edfxtp_1 (32), nor2_1 (27), and2_1 (19)
synth.most_common_cell = edfxtp_1
top_cell_area_share_pct = 73.8
ys_cells = 94
ys.flops = 32
seq_area_frac_synth_pct = 73.8
syn-mean-instance-area_sq_um = 13.9
async_flop_share_pct = 0
ys_types = 15
synth_area_leader_cell = edfxtp_1
synthFlopType = edfxtp_1
syn_inst = 94
edf_count = 32
ys.warnings.count = 30
syn_area_sq_mm = 0.00130
area_leaders = edfxtp_1 (74%), and2_1 (9.1%), nor2_1 (7.8%)

[grt]
antenna_found_initial = 0
grt_usage_pct = 16.4
grt_overflow = 0
grt_pass1_vias = 1059
grt_pass1_wl_mm = 5.11
grt_max_degree = 26

[cts]
post_cts_resized = 0
cts_htree_levels = 2
cts_made_buffers = 5
clkSlewWorstSetupHoldPaths_ns = 0.06
root_buffer = clkbuf_8
cts_setup_buffers = 0
cts_hold_buf = 0
cts_tree = yes
numClockSinks = 32
cts_buffer_depth = 2

[setup_path]
crit_path_end_kind = output port
critical_path_class = input port to output port
cp_max_fo = 19
start_kind = input port
crit_required_ns = 4.16
cp_data_arrival_time_ns = 2.83

[finish]
drive_gt1_share_pct = 5.03
top_register = EPC
area_delta_synth_final_pct = 87.7
num-fill-cells = 330
largest_reg_flops = 32
largestRegisters = EPC: 32 flops
combGateArea_sq_um = 325
seq_area_sq_um = 961

[timing]
setup_violations = 0
hold_violations = 0
relSlewSlack_pct = 63.9
grt_setup_unrepaired = no
hold_slack_ns = 1.32
worst_slew_pin_slew_ns = 0.540
fin_tns_setup_ns = 0
drv_slew = 0

[pwr]
power_density_mw_per_mm2 = 205
cellLeakagePower_nw = 0.852
ir_drop_mv = 0.134

[run]
warnings = 68
max-cap-violations = 0

[placement]
port_buffers = 101
hpwl_mm = 2.66
gp_congestion = 0.819

[worst_hold_path]
holdCritPathClass = input port to flop
==> area by class of cell <==
type | instances | area share, %
Tap cell | 50 | 2.56
Sequential cell | 32 | 39.3
Timing Repair Buffer | 102 | 41.7
Multi-Input combinational cell | 58 | 13.3
Clock inverter | 1 | 0.205
Clock buffer | 6 | 2.97
==> path summary, 6_finish.rpt <==
path	slack, ns	cells past startpoint	endpoint	startpoint
max	1.33	4	DOut[17]	Sel[0]
min	1.32	1	EPC[1]	PC[1]
==> cell usage in the layout (no fill, tap or decap) <==
cell type	n
a211oi_4	1
a21oi_1	1
and2_1	19
buf_4	1
clkbuf_1	1
clkbuf_8	5
clkdlybuf4s50_1	101
clkinv_2	1
conb_1	1
edfxtp_1	32
nand2_1	1
nand4_1	1
nand4b_4	1
nor2_1	27
nor2_4	1
nor4_1	4
or3_1	1
==> report_power, final <==
group / internal, W / switching [W] / leakage (nW)
sequential: 0.000284 / 0.000000000913 / 0.287
clock: 0.0000907 / 0.0000815 / 0.0410
combinational: 0.0000327 / 0.0000126 / 0.524
==> per-stage QoR <==
stage	total power [W]	cells	cell area, sq um	setup slack, ns	util, %
floorplan	0.000296	94	1300	0.867	-
global placement	0.000334	242	2370	1.32	57.9
detailed placement	0.000335	242	2370	1.27	57.9
CTS	0.000508	249	2440	1.27	59.8
global route	0.000525	249	2440	1.15	59.8
finish	0.000501	249	2440	1.33	59.8
==> worst max-delay path, cell delays in order <==
cell and delay, ns:
clkdlybuf4s50_1 0.69, nor2_4 0.44, and2_1 0.19, clkdlybuf4s50_1 0.46
==> routing by layer <==
| metal | vias up | share of wire (%) | routed length (um) | GRT usage [%] |
|---|---|---|---|---|
| met2 | 67 | 45 | 1560 | 22.6 |
| met3 | 5 | 11 | 385 | 6.08 |
| met5 | - | 0 | 0 | 0 |
| li1 | 537 | - | - | - |
| met4 | 0 | 1.4 | 50 | 2.08 |
| met1 | 491 | 42 | 1460 | 27.4 |
==> cell families after synthesis <==
logic type | after synthesis | synth area share, %
AND/OR/NAND/NOR | 55 | 22.8
buffers and inverters | 4 | 2.21
AND-OR/OR-AND | 2 | 0.960
other | 1 | 0.288
flip-flops | 32 | 73.8
No activity file was given, so power comes from the tool's default toggle rates.
